`./config.mk`:
```
export PLATFORM = sky130hd
export DESIGN_NAME = memory_RAM
export DESIGN_NICKNAME = memory_RAM
export VERILOG_FILES = /design/flow/design.v
export SDC_FILE = /design/flow/constraint.sdc
export NUM_CORES = 4
export LEC_CHECK = 1
export CORE_UTILIZATION = 30
```
`./constraint.sdc`:
```
current_design memory_RAM

set clk_period 10.3
set clk_io_pct 0.2

create_clock -name clk0 -period $clk_period [get_ports {clk}]

set non_clock_inputs [all_inputs -no_clocks]
set_input_delay [expr $clk_period * $clk_io_pct] -clock clk0 $non_clock_inputs
set_output_delay [expr $clk_period * $clk_io_pct] -clock clk0 [all_outputs]
```
`./design.v`:
```
module memory_RAM #(parameter NBits = 40, NAddr = 4)(
	input clk, rst_a,
	input wr_en,
	input [NBits - 1 : 0] Data_in,
	input [NAddr - 1 : 0] Data_address,
	output [NBits - 1 : 0] Data_out
);
	reg [NBits - 1 : 0] RAM [0 : (2**NAddr) - 1];
	always @(posedge clk or negedge rst_a)
	begin
		if(!rst_a)
		begin
			integer i;
			for(i = 0; i < 2**NAddr; i = i+1)
				RAM[i] <= 'd0;
		end
		else if(wr_en)
		begin
			RAM[Data_address] <= Data_in;
		end
	end 
	assign Data_out = RAM[Data_address]; 
endmodule 
```
`./run.sh`:
```
#!/bin/bash
# OpenROAD 26Q1-2900-gdf79404cd8, Yosys 0.63+post, stock flow scripts
make -C /OpenROAD-flow-scripts/flow DESIGN_CONFIG=/design/flow/config.mk WORK_HOME=/design/flow/orfs finish
```
==> flow_summary.json <==
{
  "max_flop_register": "RAM",
  "yosys-stat-area_um2": 28500,
  "global_route_wire_length_before_repair_um": 127000,
  "synth_compound_gate_area_share_pct": 12.1,
  "totalNegativeSetupSlack_ps": 0,
  "cts_tree": "yes",
  "syn_avg_cell_area_um2": 13.3,
  "hpwlAfterDp_um": 50600,
  "max_cap_violations": 0,
  "worst_vdd_ir_v": 0.000116,
  "critical_path_required_ps": 8240,
  "synth.cellmix.simpleShare_pct": 2.78,
  "floorplan.die.width_um": 310,
  "postCtsHoldBufs": 0,
  "timing_worst_setup_path_type": "in -> out",
  "finish.utilization_pct": 35.2,
  "rsz0062_at_grt": "no",
  "avgViaCountPerCell": 5.42,
  "core_area_um2": 93700,
  "ctsHtreeMaxLevel": 3,
  "final_tally_of_max_slew_violations": 0,
  "diodes": 0,
  "critical_path.endpoint_type": "primary output",
  "min-delay-path-class": "reg -> reg",
  "gr-usage-all-layers_pct": 18.3,
  "timing.slew.headroom_pct": 28.3,
  "post_synth_regs": 640,
  "clock_sinks": 640,
  "place.gp.congestion": 0.872,
  "boundaryPins": 87,
  "chip_area_um2": 96400,
  "tritoncts.num_buffers": 69,
  "routed_length_per_placed_instance_um": 24.1,
  "drt_wl_total_um": 83300,
  "grt_max_degree": 130,
  "largest_reg_flops": 640,
  "row_count": 112,
  "non_filler_cell_area_final_um2": 33000,
  "yosysWarningCount": 2,
  "critical_path_peak_fanout": 50,
  "drtPass1Iterations": 5,
  "holdWs_ps": 490,
  "tightestPinTransition_ps": 1070,
  "hold_depth": 1,
  "fillers": 8730,
  "clkTransAtPathRegs_ps": 60,
  "timing.critical_path.arrival_ps": 5590,
  "mux_frac_synth_pct": 25.7,
  "cts-root-to-sink-buffers": 3,
  "number_of_port_buffers": 86,
  "netlist_instances": 2149,
  "power-per-cell-area_nw_per_um2": 212,
  "initial_core_util_pct": 30.5,
  "timing.final.setup_violations": 0,
  "worst_setup_path_start_kind": "input pin",
  "vias_in_the_first_global_route": 20000,
  "reg_top3": "RAM x640",
  "xor_share_synth_pct": 0,
  "proportion_of_synthesized_chip_area_in_sequential_cells_pct": 56.1,
  "total_leakage_power_nw": 13.5,
  "height_of_the_die_um": 310,
  "post_synth_instance_area_um2": 28500,
  "antenna_violations_before_repair": 4,
  "worst_case_reg_to_reg_path_depth": 1,
  "status": "completed",
  "clock_skews_ps": 0,
  "ctsRootBufferMaster": "sky130_fd_sc_hd__clkbuf_16",
  "cts_repair_resize_count": 0,
  "postPlaceCellArea_um2": 30700,
  "routed-via-count": 18800,
  "synth_cell_types": 39,
  "number_of_remaining_drc_errors": 0,
  "post_route_cells_drive_above_1_share_pct": 37.6,
  "ys_top_logic_family": "multiplexers",
  "highest_clock_rate_ghz": 0.131,
  "openroad.warnings": 29,
  "final_antenna_net_count": 0,
  "synthToLayoutAreaGrowth_pct": 15.5,
  "detailedRoute.firstIterationViolations": 1167,
  "cts_setup_buffers": 0,
  "synth_stat.cells": 2149,
  "final_number_of_hold_violating_endpoints": 0,
  "fa_ha_area_share_pct": 0,
  "period_needed_ps": 7650,
  "globalRouteOverflowTotal": 0,
  "final_min_period_over_clock_period_pct": 74.3,
  "clock.latency.late_pin_ps": 590
}
==> power by group <==
| part | total, mW | internal [mW] | switching (mW) |
|---|---|---|---|
| sequential | 3.39 | 3.10 | 0.290 |
| clock | 2.50 | 1.51 | 0.992 |
| combinational | 1.10 | 0.627 | 0.468 |
==> critical path, stage by stage <==
cell and delay, ps:
sky130_fd_sc_hd__buf_2 410, sky130_fd_sc_hd__buf_4 670, sky130_fd_sc_hd__nor2_4 250, sky130_fd_sc_hd__buf_4 320, sky130_fd_sc_hd__nand2_2 360, sky130_fd_sc_hd__buf_4 530, sky130_fd_sc_hd__o32a_1 410, sky130_fd_sc_hd__clkdlybuf4s50_1 520
==> worst paths after layout <==
| path | start | slack, ps | end |
|---|---|---|---|
| min in group asynchronous | rst_a | 1370 | RAM[15][16] |
| worst max register to register | RAM[10][12] | 9510 | RAM[10][12] |
| worst min register to register | RAM[10][8] | 490 | RAM[10][8] |
| worst max-delay path | Data_address[2] | 2650 | Data_out[29] |
| worst min-delay path | RAM[10][8] | 490 | RAM[10][8] |
| max in group asynchronous | rst_a | 7000 | RAM[14][39] |
==> cell type report <==
class / instances / area [um^2] / area share, %
clock buffer: 101 / 2060 / 6.25
clock inverter: 17 / 235 / 0.713
inverter: 2 / 7.51 / 0.0228
multi-input combinational: 1303 / 11800 / 35.7
sequential: 640 / 16000 / 48.6
tap: 1254 / 1570 / 4.76
timing repair buffer: 142 / 1300 / 3.95
==> synth_stat cells, drive strengths merged <==
cell type,n,area share (%)
a211o,2,0.061
a211oi,64,1.7
a21oi,64,1.1
a221oi,31,0.95
a222oi,6,0.21
a22o,70,2.1
a22oi,155,4.1
a31oi,10,0.22
a32o,4,0.14
a32oi,3,0.092
and2,7,0.15
and2b,2,0.053
buf,112,2.1
clkbuf,92,1.2
dfrtp,640,56
inv,2,0.026
mux2,647,26
mux2i,4,0.14
mux4,1,0.079
nand2,75,0.99
nand2b,5,0.11
nand3,11,0.19
nor2,65,0.87
nor2b,12,0.26
nor3,2,0.053
nor3b,1,0.026
o21ai,8,0.14
o221ai,5,0.15
o22ai,40,0.88
o32a,6,0.21
or2,2,0.044
or2b,1,0.026
==> through the flow <==
| stage | setup WS, ps | std cells | power, mW |
|---|---|---|---|
| 2_1_floorplan | 4900 | 2149 | 4.11 |
| 3_3_place_gp | 2770 | 3341 | 4.47 |
| 3_5_place_dp | 2740 | 3341 | 4.53 |
| 4_1_cts | 2710 | 3459 | 7.05 |
| 5_1_grt | 2540 | 3459 | 7.32 |
| 6_report | 2650 | 3459 | 6.99 |
==> placed cells by master (no fill, tap or decap), drive strengths merged, types with 2 or more instances in the layout <==
| cell | synthesis | final |
|---|---|---|
| a211o | 2 | 2 |
| a32o | 4 | 4 |
| clkdlybuf4s50 | 0 | 81 |
| mux2i | 4 | 4 |
| o22ai | 40 | 40 |
| clkbuf | 92 | 101 |
| a22oi | 155 | 155 |
| a21oi | 64 | 64 |
| o32a | 6 | 6 |
| nor3 | 2 | 2 |
| inv | 2 | 5 |
| and2b | 2 | 2 |
| nor2 | 65 | 65 |
| mux2 | 647 | 647 |
| a22o | 70 | 70 |
| a221oi | 31 | 31 |
| dfrtp | 640 | 640 |
| o21ai | 8 | 8 |
| o221ai | 5 | 5 |
| nand2 | 75 | 75 |
| nor2b | 12 | 12 |
| bufinv | 0 | 5 |
| a211oi | 64 | 64 |
| a222oi | 6 | 6 |
| nand3 | 11 | 11 |
| a32oi | 3 | 3 |
| and2 | 7 | 7 |
| nand2b | 5 | 5 |
| or2 | 2 | 2 |
| a31oi | 10 | 10 |
| clkinv | 0 | 8 |
| buf | 112 | 61 |
==> cell families after synthesis <==
kind of cell,Yosys count
mux,652
flops,640
buf+inv,206
simple gates,183
compound gates,468
==> routing by layer <==
| layer | GRT usage [%] | up-vias | part of all wire, % |
|---|---|---|---|
| li1 | - | 8062 | - |
| met4 | 5.42 | 6 | 3.5 |
| met1 | 24.2 | 9781 | 41 |
| met2 | 27.9 | 737 | 46 |
| met3 | 7.53 | 171 | 9.9 |
| met5 | 0 | - | 0.043 |
Power figures rest on the tool's default switching activity, not on a simulated workload.
