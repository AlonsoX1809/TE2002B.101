### /design/flow/constraint.sdc
current_design UART_Rx

set clk_period 8.3
set clk_io_pct 0.2

create_clock -name clk0 -period $clk_period [get_ports {clk}]

set non_clock_inputs [all_inputs -no_clocks]
set_input_delay [expr $clk_period * $clk_io_pct] -clock clk0 $non_clock_inputs
set_output_delay [expr $clk_period * $clk_io_pct] -clock clk0 [all_outputs]
### /design/flow/config.mk
export PLATFORM = sky130hd
export DESIGN_NAME = UART_Rx
export DESIGN_NICKNAME = UART_Rx
export VERILOG_FILES = /design/flow/design.v
export SDC_FILE = /design/flow/constraint.sdc
export NUM_CORES = 4
export LEC_CHECK = 1
export CORE_UTILIZATION = 40
### /design/flow/run.sh
#!/bin/bash
# OpenROAD 26Q1-2900-gdf79404cd8, Yosys 0.63+post, stock flow scripts
make -C /OpenROAD-flow-scripts/flow DESIGN_CONFIG=/design/flow/config.mk WORK_HOME=/design/flow/orfs finish
### /design/flow/design.v
module BCD_module(
	input [3:0] bcd_in, 
	output reg [0:6] bcd_out
	);
	always@(*)  
	begin
		case(bcd_in)
			0: bcd_out = ~7'b1111_110;  
			1: bcd_out = ~7'b0110_000;  
			2: bcd_out = ~7'b1101_101;  
			3: bcd_out = ~7'b1111_001;  
			4: bcd_out = ~7'b0110_011;  
			5: bcd_out = ~7'b1011_011;  
			6: bcd_out = ~7'b1011_111;  
			7: bcd_out = ~7'b1110_000;  
			8: bcd_out = ~7'b1111_111;  
			9: bcd_out = ~7'b1111_011;  
			default: bcd_out = ~7'b0000_000;  
		endcase
	end
endmodule
module UART_Rx #(parameter BAUD_RATE = 9600, parameter CLOCK_FREQ = 50_000_000, BITS = 8)(
    input wire clk, 
    input wire rst, 
    input wire rx_in,
    output wire idle,
    output wire startbit,
    output wire databits,
    output wire stopbits,
    output [0:6] D_un, D_de, D_ce,
    output reg data_ready 
); 
    localparam IDLE = 2'b00, START_BIT = 2'b01, DATA_BITS = 2'b10, STOP_BIT = 2'b11; 
    reg [1:0] state; 
    reg [3:0] bit_index; 
    reg [15:0] baud_counter; 
    reg [BITS-1:0] data_buffer;
    reg [BITS-1:0] data_out;
    reg rx_sync1, rx_sync2;
    always @(posedge clk) begin
        rx_sync1 <= rx_in;
        rx_sync2 <= rx_sync1;
    end
    wire [3:0] unidades, decenas, centenas;
    assign unidades = data_out % 10;
    assign decenas  = (data_out % 100) / 10;
    assign centenas = (data_out % 1000) / 100;
    BCD_module Uni(.bcd_in(unidades), .bcd_out(D_un)); 
    BCD_module Dec(.bcd_in(decenas),  .bcd_out(D_de)); 
    BCD_module Cen(.bcd_in(centenas), .bcd_out(D_ce));
    assign idle     = (state == IDLE);
    assign startbit = (state == START_BIT);
    assign databits = (state == DATA_BITS);
    assign stopbits = (state == STOP_BIT);
    always @(posedge clk or posedge rst) begin 
        if (rst) begin 
            state        <= IDLE; 
            data_out     <= 0; 
            data_ready   <= 0; 
            bit_index    <= 0; 
            baud_counter <= 0;
            data_buffer  <= 0;
        end else begin
            data_ready <= 0;  
            case (state)
            IDLE: begin
                if (!rx_sync2) begin   
                    state        <= START_BIT; 
                    baud_counter <= 0; 
                    data_buffer  <= 0;
                end 
            end
            START_BIT: begin
                if (baud_counter < CLOCK_FREQ / BAUD_RATE / 2 - 1) begin 
                    baud_counter <= baud_counter + 1; 
                end else begin 
                    baud_counter <= 0;
                    if (!rx_sync2)   
                        state <= DATA_BITS;
                    else
                        state <= IDLE;   
                end
            end
            DATA_BITS: begin
                if (baud_counter < CLOCK_FREQ / BAUD_RATE - 1) begin
                    baud_counter <= baud_counter + 1;
                end else begin
                    baud_counter           <= 0;
                    data_buffer[bit_index] <= rx_sync2;
                    if (bit_index < BITS - 1) begin
                        bit_index <= bit_index + 1;
                    end else begin
                        bit_index <= 0;
                        state     <= STOP_BIT;
                    end
                end
            end
            STOP_BIT: begin
                if (baud_counter < CLOCK_FREQ / BAUD_RATE - 1) begin 
                    baud_counter <= baud_counter + 1; 
                end else begin 
                    baud_counter <= 0;
                    if (rx_sync2) begin   
                        data_out   <= data_buffer;
                        data_ready <= 1;
                    end
                    state <= IDLE;
                end 
            end 
            endcase 
        end 
    end 
endmodule
==> run summary <==
Implementation numbers.

- The worst VDD IR drop from the latest analysis is 0.135 mV.
- The layout has 999 filler cells.
- The flow ran to the end, and the final reports show no timing, DRC or antenna violations.
- The post-synth register bit count is 43.
- The number of distinct library cells after synthesis is 90.
- After its last routability iteration, the placer logged a weighted congestion of 0.897.
- The library cells used most frequently in the layout, excluding fill and tap cells, are o21ai_0 (57), nand2_1 (55), dfrtp_1 (40).
- The cell sitting at the root of the clock tree is a clkbuf_8.
- The type recorded for the worst min-delay path is reg -> reg.
- Entering global routing, the biggest net connects 42 pins.
- The mapped netlist covers 0.00424 mm^2.
- The worst hold slack is 334 ps.
- By area the synthesized netlist is led by dfrtp_1 (24%), o21ai_0 (6.7%), ha_1 (5.9%), nand2_1 (4.9%), a21oi_1 (4.0%).
- For this run, the total global-route usage over all layers was measured as 17.5%.
- STA classifies the critical path startpoint as a flip-flop.
- The static leakage is 1.84 nW.
- The number of antenna violations at the first check in global routing is 0.
- The post-synthesis cell type with the largest combined area is dfrtp_1.
- The clock tree from TritonCTS is yes.
- STA classifies the critical path endpoint as a primary output.
- The number of cells traversed by the worst register-to-register path is 9.
- The timing report notes that buffer and inverter cells on the critical path total 2.
- The DRC violation total after the first TritonRoute iteration is 168.
- The stage delay of the slowest cell on the critical path is 660 ps.
- The count of max-cap constraint violations is 0.
- The number of stages on the worst setup path is 17.
- The detailed-route wire length is 9.20 mm.
- After synthesis, the largest area contributor takes up 23.6% of total cell area.
- The area taken by sequential standard cells is reported as 0.00107 mm^2.
- The time the final worst path needs with I/O delays and setup is 6950 ps.
- The arrival time of data at the worst endpoint is listed as 5290 ps.
- Based on the critical path, the design can be clocked at up to 0.144 GHz.
- Setup repair after global routing left no endpoint under its margin.
- The count of antenna-violating nets left after detailed routing is 0.
- The floorplan step defined a core boundary enclosing 0.0103 mm^2.
- The total negative slack for setup checks is 0 ps.
- The global route total overflow is 0.
- The number of instances resized during post-cts repair is 0.
- According to the timing report, the critical path is launched from data_out[4]$_DFFE_PP0P_.
- The post-synth tally of flip-flops with integrated enable is 0.
- Per the Yosys statistics, synthesis produced 533 cells.
- The detail-routed net length per standard cell is 13.5 um.
- The critical path goes through nor3_2 -> nor2_1 -> ha_1 -> o32a_1 -> and2_1 -> a221o_1 -> nand3_1 -> o211ai_1 -> o211ai_1 -> a2bb2oi_1 -> nor3_2 -> inv_1 -> ha_1 -> nor2_1 -> o21ba_2 -> a21oi_1 -> clkdlybuf4s50_1.
- The yosys-reported design area after synthesis is 0.00424 mm^2.
- The buffer_ports step reported a buffer count of 27.
- The row count is 37.
- The floorplan step set the die height to 105 um.
- Of the cells placed in the final design, the portion with a size suffix greater than 1 is 9.36%.
- The startpoint of the worst register-to-register path is baud_counter[0]$_DFFE_PP0P_.
- The OpenROAD warning count is 37.
- Per the skew report, the later register of the worst-skew pair sees a clock latency of 290 ps.
- Summed over all nets, the half-perimeter wirelength after detailed placement is 6.84 mm.
- For this run, the number of Yosys warnings is 2.
- Clock tree synthesis found a total of 43 sinks.
- The clock tree synthesis step divided the H-tree into 2 levels.
- The measured slew at the worst slew-check pin is 823 ps.
- Antenna repair during routing inserted a diode count of 0.
- Of the available clock period, the critical path in the final layout requires 83.8%.
- The quantity of hold-fixing buffers added after cts is 0.
- The worst-case headroom to the max-slew limit is 45.0%.
- The number of failing setup endpoints in the final timing report is 0.
- The critical-path cell with the highest stage delay is o211ai_1.
- The internal reg-to-reg setup slack is 5410 ps.
- The number of global-route vias before repair is 3,396.
- Per the repair_timing log after CTS, setup buffers inserted total 0.
- Data on the critical path is required at its endpoint by 6640 ps.
- According to the I/O placement log, the pin count is 29.
- The cell family with the largest share of critical-path delay is AND-OR/OR-AND gates.
- The clock transition at the registers of the reported paths is 80 ps.
- Max fanout on the critical path was recorded as 25.
- According to the timing report, the critical path is captured at D_de[0].
- Summing all multi-input logic gate instances after layout gives 0.00291 mm^2.
- Detailed routing inserted a total of 3,869 vias.
- The count of final max-slew check failures is 0.
- The number of clock buffers inserted by TritonCTS is 5.
- The total power divided by cell area is 82.0 mW/mm^2.
- For this run, design rule violations remaining after detail routing come to 0.
- The leading register cell type out of synthesis is dfrtp_1.
- The total power is 0.383 mW.
- The horizontal die dimension is 105 um.
- By startpoint and endpoint, the worst setup path is classified as reg -> out.
- Per the final timing report, the hold violations number 0.
- The die covers 0.0110 mm^2.
- The post-synthesis average cell area is 7.96 um^2.
- The most common library cell in the layout ignoring fill and taps is o21ai_0.
- The terminus of the critical flop-to-flop path is baud_counter[6]$_DFFE_PP0P_.
- Across the routed clock network, the largest skew measured is 2.04 ps.
- In this run the deepest clock path goes through 2 buffers.
- The floorplan core density is 41.1%.
- The global-route wire length before repair is 16.1 mm.
- Of the synthesized area, sequential elements account for 25.1%.
- The pre-antenna-repair detailed-routing pass consisted of 4 iterations.
- The relative area change from synthesis to final layout is 9.91%.
- The via-per-instance ratio is 5.68.
- In the synthesized netlist the async set-or-reset flop fraction comes to 95.3%.
- The synthesized instance count is 533.
==> synth_stat cells (all sizes together), types with 4 or more instances <==
master   number
a211o         4
a211oi        6
a21boi        4
a21o          6
a21oi        35
a221oi        5
a22o          7
a2bb2oi       6
a31oi         5
and2         10
and3          4
buf          18
clkbuf        9
dfrtp        40
ha           20
inv          24
nand2        59
nand2b       15
nand3        26
nand4         5
nor2         35
nor2b         7
nor3         14
o211ai        8
o21a          5
o21ai        64
o22ai         4
o31ai         9
or3           6
xnor2         7
xor2          4
==> kinds of logic after synthesis <==
logic type | after synthesis | share of synthesized area [%]
AOI/OAI and AO/OA | 198 | 33.6
and+or+nand+nor | 198 | 24.1
buffers and inverters | 53 | 6.43
DFF | 43 | 25.1
adders and majority gates | 23 | 6.63
xor gates and xnor gates | 11 | 2.45
muxes | 6 | 1.50
other | 1 | 0.0884
==> flip-flops by register name, indices dropped and copies added (netlist names) <==
name	count
bit_index	4
data_ready	1
rx_sync1	1
rx_sync2	1
baud_counter	16
data_buffer	8
data_out	8
state	4
==> worst min-delay path by stage <==
stage / endpoint / depth (start not counted) / slack [ps] / start
final: rx_sync2$_DFF_P_ / 0 / 330 / rx_sync1$_DFF_P_
after global routing: rx_sync2$_DFF_P_ / 0 / 350 / rx_sync1$_DFF_P_
after CTS: rx_sync2$_DFF_P_ / 0 / 330 / rx_sync1$_DFF_P_
==> metal layers <==
layer / up-vias / wire [um] / track usage (%)
met5: - / 0 / 0
met4: 0 / 103 / 1.91
met3: 8 / 221 / 1.08
met2: 66 / 4220 / 28.0
met1: 1813 / 4650 / 27.4
li1: 1982 / - / -
==> cell type report <==
cell class / count / area share [%]
inverter: 26 / 2.09
clock buffer: 6 / 1.77
clock inverter: 2 / 0.751
multi-input combinational: 437 / 62.4
timing repair buffer: 31 / 6.44
sequential: 43 / 22.9
tap: 136 / 3.65
==> stage by stage <==
stage / instances / worst slack (ps) / instance area (um^2) / utilization (%)
after floorplan: 533 / 3010 / 4240 / -
after global placement: 673 / 1890 / 4550 / 44.0
after detailed placement: 673 / 1690 / 4550 / 44.0
after CTS: 681 / 1380 / 4660 / 45.2
after global routing: 681 / 920 / 4660 / 45.2
final: 681 / 1350 / 4660 / 45.2
==> report_power, final <==
| part | switching (mW) | internal [mW] |
|---|---|---|
| registers | 0.000756 | 0.210 |
| clock network | 0.0695 | 0.0973 |
| logic | 0.00401 | 0.00129 |
Power figures rest on the tool's default switching activity, not on a simulated workload.
